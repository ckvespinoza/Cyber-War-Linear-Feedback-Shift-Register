--- design.v ---
module comparator_10bit (A_gt_B, A, B);
	input  logic [9:0] A;
	input  logic [9:0] B;
	output logic A_gt_B;
    assign A_gt_B = (A > B);  
endmodule
module DE1_SoC (LEDR, HEX0, HEX5, SW, KEY, CLOCK_50);
	input  logic CLOCK_50;
	input  logic [3:0] KEY;
	input  logic [9:0] SW;
	output logic [9:0] LEDR;
	output logic [6:0] HEX0;
	output logic [6:0] HEX5;
	logic resetRound; 						 
	assign resetRound = ~KEY[1];
	logic resetGame; 							 
	assign resetGame = ~KEY[2];
	logic [2:0] p1count, p2count;					 
	logic [9:1] led_on;						 
	logic gameOver;							 
	logic roundOver;
	logic [31:0] div_clk;
	logic p1_press, p2_press; 				 
	logic clkSelect;							 
	logic [9:0] lfsr_out;
	logic p2_computer_press;
	logic [9:0] sw_val;
	assign sw_val = {1'b0, SW[8:0]};
	comparator_10bit comp (.A_gt_B(p2_computer_press), .A(sw_val), .B(lfsr_out));
	parameter whichClock = 15; 			 
	clock_divider cdiv (.clock(CLOCK_50),.reset(resetRound),.divided_clocks(div_clk));
	assign clkSelect = div_clk[whichClock];
	button_sync b0 (.clk(clkSelect), .async_button(~KEY[0]), .pressed_pulse(p1_press));
	button_sync b3 (.clk(clkSelect), .async_button(~KEY[3]), .pressed_pulse(p2_press));
	lfsr10_xnor lfsr (.clk(clkSelect), .reset(resetRound || resetGame), .rnd(lfsr_out));
	normalLight L1 (.clk(clkSelect), .reset(resetRound || resetGame), .L(p1_press & ~roundOver), .R(p2_computer_press & ~roundOver), .NL(1'b0), .NR(led_on[2]), .lightOn(led_on[1])); 		 
	normalLight L2 (.clk(clkSelect), .reset(resetRound || resetGame), .L(p1_press & ~roundOver), .R(p2_computer_press & ~roundOver), .NL(led_on[1]), .NR(led_on[3]), .lightOn(led_on[2])); 	 
	normalLight L3 (.clk(clkSelect), .reset(resetRound || resetGame), .L(p1_press & ~roundOver), .R(p2_computer_press & ~roundOver), .NL(led_on[2]), .NR(led_on[4]), .lightOn(led_on[3])); 	 
	normalLight L4 (.clk(clkSelect), .reset(resetRound || resetGame), .L(p1_press & ~roundOver), .R(p2_computer_press & ~roundOver), .NL(led_on[3]), .NR(led_on[5]), .lightOn(led_on[4])); 	 
	centerLight C5 (.clk(clkSelect), .reset(resetRound || resetGame), .L(p1_press & ~roundOver), .R(p2_computer_press & ~roundOver), .NL(led_on[4]), .NR(led_on[6]), .lightOn(led_on[5])); 	 
	normalLight R6 (.clk(clkSelect), .reset(resetRound || resetGame), .L(p1_press & ~roundOver), .R(p2_computer_press & ~roundOver), .NL(led_on[5]), .NR(led_on[7]), .lightOn(led_on[6])); 	 
	normalLight R7 (.clk(clkSelect), .reset(resetRound || resetGame),  .L(p1_press & ~roundOver), .R(p2_computer_press & ~roundOver), .NL(led_on[6]), .NR(led_on[8]), .lightOn(led_on[7]));  
	normalLight R8 (.clk(clkSelect), .reset(resetRound || resetGame), .L(p1_press & ~roundOver), .R(p2_computer_press & ~roundOver), .NL(led_on[7]), .NR(led_on[9]), .lightOn(led_on[8])); 	 
	normalLight R9 (.clk(clkSelect), .reset(resetRound || resetGame), .L(p1_press & ~roundOver), .R(p2_computer_press & ~roundOver), .NL(led_on[8]), .NR(1'b0), .lightOn(led_on[9])); 		 
	always_ff @(posedge clkSelect or posedge resetGame) begin
		if (resetGame) begin																			 
			gameOver  <= 1'b0;
			roundOver <= 1'b0;
			p1count   <= 3'b000;
			p2count   <= 3'b000;
		end
		else begin
			if (resetRound && ~gameOver) begin													 
				roundOver <= 1'b0;
			end
			else begin
				if (!roundOver && led_on[9] && (p2count < 3'b111)) begin					 
					roundOver <= 1'b1;
					p2count   <= p2count + 3'b001;
				end
				if (!roundOver && led_on[1] && (p1count < 3'b111)) begin					 
					roundOver <= 1'b1;
					p1count   <= p1count + + 3'b001;
				end
				if ((p1count == 3'b111) || (p2count == 3'b111)) begin 					 
					gameOver <= 1'b1;
				end
			end
		end
	end
	assign LEDR[9:1] = led_on[9:1];
	assign LEDR[0]   = 1'b0;
	always_comb begin
		case(p1count)
			3'b000: HEX0=7'b1000000;	 
			3'b001: HEX0=7'b1111001;	 
			3'b010: HEX0=7'b0100100;	 
			3'b011: HEX0=7'b0110000;	 
			3'b100: HEX0=7'b0011001;	 
			3'b101: HEX0=7'b0010010;	 
			3'b110: HEX0=7'b0000010;	 
			3'b111: HEX0=7'b1111000;	 
			default: HEX0 = 7'b1000000;  
		endcase
		case(p2count)
			3'b000: HEX5=7'b1000000;	 
			3'b001: HEX5=7'b1111001;	 
			3'b010: HEX5=7'b0100100;	 
			3'b011: HEX5=7'b0110000;	 
			3'b100: HEX5=7'b0011001;	 
			3'b101: HEX5=7'b0010010;	 
			3'b110: HEX5=7'b0000010;	 
			3'b111: HEX5=7'b1111000;	 
			default: HEX5 = 7'b1000000;  
		endcase
	end
endmodule
module button_sync (pressed_pulse, clk, async_button);
	output logic pressed_pulse;
	input  logic clk;
	input  logic async_button;
	logic ff1, ff2;
	always_ff @(posedge clk) begin
		ff1 <= async_button;
		ff2 <= ff1;
	end
	assign pressed_pulse = ff1 & ~ff2;
endmodule
module centerLight (lightOn, clk, reset, L, R, NL, NR);
	input  logic clk, reset;
	input  logic L, R;
	input  logic NL, NR;
	output logic lightOn;
	typedef enum logic [1:0] {OFF=2'b00, ON=2'b01} state_t;  
	state_t ps, ns; 
	always_comb begin
		ns = ps;											 
		case (ps)										
			OFF: if (NL | NR) ns = ON;				 
			ON: begin
				if (R) ns = OFF;                  
				else if (L) ns = OFF;             
			end
		endcase
	end
always_ff @(posedge clk or posedge reset) begin
	if (reset)
		lightOn <= 1'b1;  
	else if (L && NR)
		lightOn <= 1'b1;  
	else if (R && NL)
		lightOn <= 1'b1;  
	else if (L || R)
		lightOn <= 1'b0;  
end
endmodule
module clock_divider (clock, reset, divided_clocks);
	input logic reset, clock;
	output logic [31:0] divided_clocks = 0;
	always_ff @(posedge clock) begin
		divided_clocks <= divided_clocks + 1;
	end
endmodule
module lfsr10_xnor (rnd, reset, clk);
	input  logic        clk;
	input  logic        reset;      
	output logic [9:0]  rnd;     	 
	logic [9:0] state;
	always_ff @(posedge clk or posedge reset) begin
		if (reset) begin
			state <= 10'b0000000001;  
		end
		else begin
		state <= { state[8:0], ~( state[9] ^ state[6] )};
		end
	end
	assign rnd = state;
endmodule
module normalLight (lightOn, clk, reset, L, R, NL, NR);
	input  logic clk, reset;
	input  logic L, R;         
	input  logic NL, NR;       
	output logic lightOn;
	typedef enum logic [1:0] {OFF=2'b00, ON=2'b01} state_t;
	state_t ps, ns;
	always_comb begin
		ns = ps;
		case (ps)
			OFF: if (NL & R | NR & L) ns = ON;    
			ON:  if (L | R) ns = OFF;             
		endcase
	end
	always_ff @(posedge clk or posedge reset)
		if (reset) ps <= OFF;
		else ps <= ns;
	assign lightOn = (ps == ON);  
endmodule
--- run.sh ---
#!/bin/bash
# OpenROAD 26Q1-2900-gdf79404cd8, Yosys 0.63+post, stock flow scripts
make -C /OpenROAD-flow-scripts/flow DESIGN_CONFIG=/design/flow/config.mk WORK_HOME=/design/flow/orfs finish
--- config.mk ---
export PLATFORM = sky130hd
export DESIGN_NAME = DE1_SoC
export DESIGN_NICKNAME = DE1_SoC
export VERILOG_FILES = /design/flow/design.v
export SDC_FILE = /design/flow/constraint.sdc
export NUM_CORES = 4
export LEC_CHECK = 1
export CORE_UTILIZATION = 40
--- constraint.sdc ---
current_design DE1_SoC

set clk_period 3.9
set clk_io_pct 0.2

create_clock -name clk0 -period $clk_period [get_ports {CLOCK_50}]

set non_clock_inputs [all_inputs -no_clocks]
set_input_delay [expr $clk_period * $clk_io_pct] -clock clk0 $non_clock_inputs
set_output_delay [expr $clk_period * $clk_io_pct] -clock clk0 [all_outputs]
==> out/qor.yml <==
skew_ns: 0.00337
grt_busiest_layer: "met1"
port_buffers: 35
ys_sh_aoi_pct: 16.6
fmax_mhz: 592
max_cap_viol_count: 0
use_met1_pct: 19.6
holdWs_ns: 0.402
yosysTopAreaCellShare_pct: 23.6
holdBufCountCts: 0
num_rows: 29
numCtsBuffers: 3
antenna_found_initial: 0
crit_chain: "ha_1 -> nand2_1 -> or2_2 -> nor2_1 -> and3_1 -> nand3_1 -> xnor2_1"
hold_path_class: "flip-flop to flip-flop"
path_class: "flip-flop to flip-flop"
leakagePower_nw: 1.29
grt_pass1_vias: 1572
flop_area_um2: 1250
die_w_um: 83.4
flop_cell: "dfrtp_1"
fp.coreArea_um2: 6390
setup_tns_ns: 0
post_cts_buffers: 0
clk_path_buf_depth: 2
p_sw_share_pct: 20.9
syn_to_final_growth_pct: 14.5
layoutNonFillerInstCount: 353
intPower_mw: 0.249
num_io_pins: 39
status: "finished, final reports clean"
unclocked_regs: 37
logic_area_um2: 1190
setup_viol: 0
clk_pin_slew_ns: 0.06
synthArstFlopShare_pct: 66.0
drv_slew: 0
hold_violations: 0
synthTopCellsByArea: "dfrtp_1 (24%), dfxtp_1 (14%), ha_1 (10%)"
drt_iter0_drc: 54
grt_max_degree: 38
final_antenna_net_count: 0
hpwl_um: 2970
edf_count: 0
routed_via_density: 4.82
wl_um: 3930
final_area_um2: 3040
startpoint_type: "flip-flop"
grt_pass1_wl_um: 6930
worst_setup_path_end_kind: "flip-flop"
common_cells: "dfrtp_1 (25), inv_1 (24), ha_1 (22), dfxtp_1 (18), nand2_1 (18)"
met3_usage_pct: 0.404
fin_crit_ns: 1.69
power.switching_mw: 0.0657
grtUsageMet2_pct: 19.2
clock_latency_ns: 0.24
die-area_um2: 6960
dp_slack_ns: 2.22
synth_cells: 253
worstMarginPinSlew_ns: 0.822
crit_fanout: 3
crit_required_ns: 4.03
drcViolationCount: 0
mappedNetlistArea_um2: 2650
synth-simple-area-share_pct: 11.3
root_buffer: "clkbuf_8"
warnings: 35
grt_usage_pct: 11.9
max_stage_delay_ns: 0.36
adder_share_pct: 10.4
synth.largest_area_cell: "dfrtp_1"
synth_cell_types: 40
post-route-period-util_pct: 43.3
p_per_area_nw_per_um2: 104
fp.dieH_um: 83.4
n_fill_cell: 587
synthXorXnorAreaFrac_pct: 5.29
insertedDiodeCount: 0
htree_levels: 1
avgSynthCellArea_um2: 10.5
wl_per_cell_um: 11.1
irDropWorstVdd_mv: 0.202
reg2reg_setup_slack_ns: 2.21
yosys_cells: 253
crit_slowest_cell: "dfxtp_1"
grt_overflow_total: 0
p_comb_share_pct: 11.2
mux_area_share_pct: 1.27
vias: 1703
netlist_logic_family_top: "AND-OR/OR-AND gates"
relSlewSlack_pct: 45.2
place_congestion: 0.790
cts_tree: "built"
dp_cells: 350
initCoreUtil_pct: 41.5
synth-seq-cells: 53
untimed_endpoints: 60
seqPwrFrac_pct: 52.1
critPathArrivalTime_ns: 1.82
fin_ws_ns: 2.21
ys_warn_count: 6
place_area_um2: 2990
final_layout_size_suffix_gt1_share_pct: 10.9
cts_resized: 0
clock_power_share_pct: 36.7
ys_seq_share_pct: 47.1
firstDrtPassIters: 4
rsz0062_at_grt: "false"
yosys_area_um2: 2650
top_cell: "dfrtp_1"
-- state kept, by name, summed over array words and instances, names as in the netlist --
register	count
R8.ps	2
L1.ps	2
lfsr.state	10
L3.ps	2
R7.ps	2
b0.ff1	1
R9.ps	2
gameOver	1
roundOver	1
p1count	3
cdiv.divided_clocks	16
p2count	3
b0.ff2	1
L4.ps	2
L2.ps	2
R6.ps	2
C5.lightOn	1
-- cell type report --
class / instances / area share, %
multi-input cells: 159 / 39.3
repair buffers: 37 / 12.0
well taps: 77 / 3.17
inverters: 24 / 2.97
flip-flops and latches: 53 / 41.1
clock buffers: 3 / 1.36
-- through the flow --
step           util, %  power, mW
2_1_floorplan        -      0.187
3_3_place_gp      46.9      0.204
3_5_place_dp      46.9      0.204
4_1_cts           47.5      0.322
5_1_grt           47.5      0.331
6_report          47.5      0.315
-- layer usage --
layer | part of all wire, % | up-vias
li1 | - | 902
met5 | 0 | -
met4 | 0.36 | 0
met2 | 46 | 16
met1 | 51 | 783
met3 | 1.9 | 2
-- logic make-up (layout without fill, tap and decap cells) --
group | count (synthesis) | in the layout
and+or+nand+nor | 61 | 61
AOI/OAI and AO/OA | 56 | 56
DFF | 53 | 53
buffers and inverters | 41 | 64
adders and majority gates | 22 | 22
xor gates and xnor gates | 16 | 16
muxes | 3 | 3
other | 1 | 1
-- cell usage in the layout (no fill, tap or decap), drive strengths merged --
| master | n |
|---|---|
| clkdlybuf4s50 | 35 |
| dfrtp | 25 |
| inv | 24 |
| ha | 22 |
| nand2 | 18 |
| dfxtp | 18 |
| nor2 | 17 |
| o21ai | 17 |
| a21oi | 13 |
| dfstp | 10 |
| xnor2 | 10 |
| nand3 | 9 |
| a22oi | 7 |
| xor2 | 6 |
| o2bb2ai | 6 |
| o2bb2a | 6 |
| and2 | 5 |
| nor2b | 3 |
| and3 | 3 |
| mux2 | 3 |
| clkbuf | 3 |
| and4b | 2 |
| a22o | 2 |
| buf | 2 |
| and4 | 1 |
| a21boi | 1 |
| a41oi | 1 |
| o31a | 1 |
| or2 | 1 |
| nand4 | 1 |
| a2bb2oi | 1 |
| o311ai | 1 |
| nand2b | 1 |
| conb | 1 |
-- final timing paths --
check,from,to,cells past startpoint
min,cdiv.divided_clocks[0],cdiv.divided_clocks[0],1
max,cdiv.divided_clocks[0],cdiv.divided_clocks[12],7
max reg2reg,cdiv.divided_clocks[0],cdiv.divided_clocks[12],7
min reg2reg,cdiv.divided_clocks[0],cdiv.divided_clocks[0],1
-- critical path: cells and delay by family (launching register included) --
family / cells / cell delay (ns)
AND/OR/NAND/NOR: 5 / 0.90
flip-flops: 1 / 0.36
adder cells (fa/ha/maj): 1 / 0.21
XOR/XNOR: 1 / 0.13
-- power by group through the flow --
stage     registers [mW]  clock network (mW)  logic, mW
6_report           0.164               0.116     0.0353
5_1_grt            0.164               0.127     0.0399
4_1_cts            0.164               0.121     0.0365
No activity file was given, so power comes from the tool's default toggle rates.
